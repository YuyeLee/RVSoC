<file path="./design.v">
module core_regfile(
    input  logic clk, rstn,                    
    input  logic rd_latch,                     
    input  logic        i_re1,                 
    input  logic [4:0]  i_raddr1,              
    output logic [31:0] o_rdata1,              
    input  logic        i_re2,                 
    input  logic [4:0]  i_raddr2,
    output logic [31:0] o_rdata2,
    input  logic        i_forward1,
    input  logic [4:0]  i_faddr1,
    input  logic [31:0] i_fdata1,
    input  logic        i_forward2,
    input  logic [4:0]  i_faddr2,
    input  logic [31:0] i_fdata2,
    input  logic        i_we,
    input  logic [4:0]  i_waddr,
    input  logic [31:0] i_wdata
);
logic [31:0] regfile [0:31];            
logic [31:0] reg_rdata1 = 0, reg_rdata2 = 0;
logic from_fw1 = 0, from_fw2 = 0;
logic [31:0] forward_data1 = 0, forward_data2 = 0;
assign o_rdata1 = from_fw1 ? forward_data1 : reg_rdata1;
assign o_rdata2 = from_fw2 ? forward_data2 : reg_rdata2;
always_ff @(posedge clk or negedge rstn)
    if(~rstn) begin
        from_fw1      <= 1'b0;
        forward_data1 <= 32'd0;
    end else begin
        if(rd_latch) begin
            from_fw1      <= 1'b1;
            forward_data1 <= o_rdata1;  
        end else if(~i_re1 || i_raddr1 == 5'd0) begin
            from_fw1      <= 1'b1;
            forward_data1 <= 32'd0;     
        end else if(i_forward1 && i_faddr1 == i_raddr1) begin
            from_fw1      <= 1'b1;
            forward_data1 <= i_fdata1;
        end else if(i_forward2 && i_faddr2 == i_raddr1) begin
            from_fw1      <= 1'b1;
            forward_data1 <= i_fdata2;
        end else if(i_we && i_waddr == i_raddr1) begin
            from_fw1      <= 1'b1;
            forward_data1 <= i_wdata;
        end else begin
            from_fw1      <= 1'b0;
            forward_data1 <= 32'd0;
        end
    end
always_ff @(posedge clk or negedge rstn)
    if(~rstn) begin
        from_fw2      <= 1'b0;
        forward_data2 <= 32'd0;
    end else begin
        if(rd_latch) begin
            from_fw2      <= 1'b1;
            forward_data2 <= o_rdata2;
        end else if(~i_re2 || i_raddr2 == 5'd0) begin
            from_fw2      <= 1'b1;
            forward_data2 <= 32'd0;
        end else if(i_forward1 && i_faddr1 == i_raddr2) begin
            from_fw2      <= 1'b1;
            forward_data2 <= i_fdata1;
        end else if(i_forward2 && i_faddr2 == i_raddr2) begin
            from_fw2      <= 1'b1;
            forward_data2 <= i_fdata2;
        end else if(i_we && i_waddr == i_raddr2) begin
            from_fw2      <= 1'b1;
            forward_data2 <= i_wdata;
        end else begin
            from_fw2      <= 1'b0;
            forward_data2 <= 32'd0;
        end
    end
always_ff @(posedge clk)
    reg_rdata1 <= regfile[i_raddr1];
always_ff @(posedge clk)
    reg_rdata2 <= regfile[i_raddr2];
always_ff @(posedge clk)
    if(i_we && i_waddr != 5'd0)
        regfile[i_waddr] <= i_wdata;
endmodule
</file>
<file path="./run.sh">
#!/bin/bash
# OpenROAD 26Q1-2900-gdf79404cd8, Yosys 0.63+post, stock flow scripts
make -C /OpenROAD-flow-scripts/flow DESIGN_CONFIG=/design/flow/config.mk WORK_HOME=/design/flow/orfs finish
</file>
<file path="./config.mk">
export PLATFORM = sky130hd
export DESIGN_NAME = core_regfile
export DESIGN_NICKNAME = core_regfile
export VERILOG_FILES = /design/flow/design.v
export SDC_FILE = /design/flow/constraint.sdc
export NUM_CORES = 4
export LEC_CHECK = 1
export CORE_UTILIZATION = 50
</file>
<file path="./constraint.sdc">
current_design core_regfile

set clk_period 2.1
set clk_io_pct 0.2

create_clock -name clk0 -period $clk_period [get_ports {clk}]

set non_clock_inputs [all_inputs -no_clocks]
set_input_delay [expr $clk_period * $clk_io_pct] -clock clk0 $non_clock_inputs
set_output_delay [expr $clk_period * $clk_io_pct] -clock clk0 [all_outputs]
</file>
==> flow_summary.ini <==
; flow metrics
[yosys]
synth_area_sq_um = 53780
edf_count = 1024
yosysWarnings = 1
yosys_register_bits = 1154
postSynthSeqShare_pct = 62.63
syn_inst = 2960
synthDistinctLibCells = 45
yosysChipArea_sq_um = 53780
avgSynthCellArea_sq_um = 18.17
synthArstFlopShare_pct = 5.719
ys_cells = 2960
ys.flop_type = edfxtp_1

[worst_setup_path]
cp.arrival_ns = 2.15
required_ns = 1.68
slowest_delay_ns = 0.43
end_kind = output pin
path_max_fanout = 15
path_class = reg -> out
cpMaxStageDelayCell = clkdlybuf4s50_1
crit_path_cell_trace = buf_12, mux2_2, clkdlybuf4s50_1
start_kind = register

[clock_tree]
clock.latency.late_pin_ns = 0.71
clock-sinks = 1154
h-tree-depth = 3
numCtsBuffers = 121
cts_tree = done
clockRootBuffer = clkbuf_16
clk_path_buf_depth = 3
path_clk_slew_ns = 0.07

[route]
vias = 34160
drt-initial-drc-count = 2376
vias_per_cell = 6.772
drtAntennaViolNets = 0
routedWlPerCell_um = 37.20
drt_pre_antenna_iters = 7
wl_mm = 187.6
drc = 0

[final_timing]
fmax_mhz = 389.2
finalHoldViolations = 0
worst_pin_slew_ns = 0.8160
setup_slack_ns = -0.4697
layout_min_cycle_time_ns = 2.570
relSlewSlack_pct = 45.60
fin_skew_ns = 0.01836
holdWs_ns = 0.2116
rsz0062_at_grt = true
drv_slew = 0
tns_ns = -21.64
setup_viol = 64
period_used_pct = 122.4

[power]
p_per_area_nw_per_um2 = 810.4
peakVddDrop_v = 0.0006597
cellLeakagePower_uw = 0.02258

[die]
die_w_um = 330.0
num_rows = 119
core_sq_um = 106000
initCoreUtil_pct = 50.73
ios = 193
die_area_sq_um = 108900
die_h_um = 330.0

[run_status]
violations = negative setup slack
status = finished with violations

[run]
maxCapViolations = 0
warning_count = 29

[placed_design]
io_buffers = 192
dp_hpwl_mm = 121.9
placed_area_sq_um = 61640
routabilityCongestion = 0.9192

[global_routing]
grtUsageMet1_pct = 45.01
grt_pass1_vias = 38500
use_met2_pct = 54.23
met3_usage_pct = 33.11
grt_pass1_wl_mm = 267.7
grt_overflow = 0
grt_usage_pct = 39.63
grt_most_used_layer = met2
grt_start_max_net_pins = 65
antenna_found_initial = 10

[cells_and_area]
stdcell_area_sq_um = 66460
area_growth_pct = 23.57
drive_gt1_share_pct = 38.80

[worst_hold_path]
hold_class = in -> reg
==> cell usage after synthesis, types with 27 or more instances <==
cell type	count	area (sq um)
o21ai_0	36	180.2
buf_4	35	262.8
dfxtp_1	64	1281
a21oi_1	107	535.5
buf_2	72	360.4
nor3_1	32	160.2
nor2_1	62	232.7
nand4_1	27	168.9
mux2_2	122	1374
edfxtp_1	1024	30750
a221oi_1	97	849.6
nand2_1	101	379.1
and2_1	34	212.7
dfrtp_1	66	1652
a221o_1	31	310.3
nand3_1	49	245.2
mux4_2	502	11310
mux2i_1	124	1241
clkbuf_1	137	514.2
==> critical path, delay by kind of cell (launching register included) <==
| family | cells | cell delay, ns |
|---|---|---|
| buffers and inverters | 2 | 0.62 |
| flip-flops | 1 | 0.40 |
| multiplexers | 1 | 0.41 |
==> placed cells by master (no fill, tap or decap), types with 32 or more instances in the layout <==
| cell type | count |
|---|---|
| and2_1 | 33 |
| nand3_1 | 46 |
| dfrtp_1 | 64 |
| edfxtp_1 | 1024 |
| conb_1 | 32 |
| mux2_4 | 37 |
| nor2_1 | 35 |
| buf_6 | 50 |
| mux2i_1 | 124 |
| mux4_2 | 502 |
| dfxtp_1 | 64 |
| buf_4 | 346 |
| clkbuf_16 | 125 |
| clkdlybuf4s50_1 | 135 |
| o21ai_0 | 36 |
| buf_12 | 138 |
| mux2_2 | 85 |
| a221oi_1 | 95 |
| a21oi_1 | 107 |
| nand2_1 | 99 |
==> flip-flops by register name, summed over array words and instances, names as in the netlist <==
name / flops
from_fw1: 1
regfile: 1024
reg_rdata1: 32
from_fw2: 1
forward_data2: 32
reg_rdata2: 32
forward_data1: 32
==> metrics by stage <==
stage | std cells | utilization [%] | total power (uW) | setup WS [ns]
floorplan | 2991 | - | 29080 | -0.2096
global placement | 4748 | 58.15 | 32030 | -0.5181
detailed placement | 4748 | 58.15 | 32080 | -0.5030
CTS | 5031 | 62.57 | 53990 | -0.4911
global route | 5042 | 62.69 | 55290 | -0.5144
finish | 5044 | 62.69 | 53860 | -0.4697
==> routing by layer <==
| metal | part of all wire, % | up-vias | wire length, um |
|---|---|---|---|
| li1 | - | 13770 | - |
| met1 | 29 | 16830 | 53890 |
| met2 | 45 | 2979 | 85040 |
| met3 | 20 | 550 | 36960 |
| met4 | 5.9 | 22 | 11120 |
| met5 | 0.32 | - | 608 |
==> power by group <==
group / internal [uW] / total, uW / leakage [uW] / switching (uW)
sequential: 25500 / 25800 / 0.0107 / 342
combinational: 2920 / 6100 / 0.00989 / 3180
clock: 13000 / 21900 / 0.00200 / 8910
==> cell families (layout without fill, tap and decap cells) <==
| group | Yosys count | in the layout | synth area share (%) |
|---|---|---|---|
| AND-OR/OR-AND | 421 | 421 | 5.620 |
| other | 1 | 38 | 0.006972 |
| XOR/XNOR | 30 | 30 | 0.4885 |
| buffers and inverters | 277 | 933 | 2.485 |
| multiplexers | 748 | 748 | 25.88 |
| AND/OR/NAND/NOR | 329 | 329 | 2.892 |
| flip-flops | 1154 | 1154 | 62.63 |
==> cell type report <==
class	count	area [sq um]
diodes	6	15.01
well taps	1391	1740
multi-input cells	1560	19410
fillers	7264	39550
flip-flops and latches	1154	33680
repair buffers	695	7512
clock buffers	151	3266
inverters	10	37.54
clock inverters	77	792.0
==> worst paths after layout <==
kind / startpoint / endpoint / slack [ns] / cells past startpoint
max: from_fw1 / o_rdata1[10] / -0.47 / 3
min: rd_latch / forward_data1[13] / 0.21 / 4
max reg2reg: regfile[27][3] / reg_rdata2[3] / 0.02 / 5
min reg2reg: reg_rdata1[1] / forward_data1[1] / 0.61 / 3
max in group asynchronous: rstn / forward_data1[11] / 1.16 / 3
min in group asynchronous: rstn / forward_data1[25] / 0.28 / 2
==> what timing repair did <==
action / 4_1_cts / 5_1_grt
hold buffers: 1 / 0
setup buffers: 52 / 10
resized: 213 / 40
hold endpoints to repair: 37 / 0
gates cloned: 2 / 0
endpoints found under the setup margin: 64 / 66
No activity file was given, so power comes from the tool's default toggle rates.
