===== flow/config.mk =====
export PLATFORM = sky130hd
export DESIGN_NAME = core_instr_bus_adapter
export DESIGN_NICKNAME = core_instr_bus_adapter
export VERILOG_FILES = /design/flow/design.v
export SDC_FILE = /design/flow/constraint.sdc
export NUM_CORES = 4
export LEC_CHECK = 1
export CORE_UTILIZATION = 50

===== flow/constraint.sdc =====
current_design core_instr_bus_adapter

set clk_period 5.1
set clk_io_pct 0.2

create_clock -name clk0 -period $clk_period [get_ports {clk}]

set non_clock_inputs [all_inputs -no_clocks]
set_input_delay [expr $clk_period * $clk_io_pct] -clock clk0 $non_clock_inputs
set_output_delay [expr $clk_period * $clk_io_pct] -clock clk0 [all_outputs]

===== flow/design.v =====
module core_instr_bus_adapter(
    input  logic        clk, rstn,              
    input  logic [31:0] i_boot_addr,            
    input  logic        i_stall,                
    input  logic        i_bus_disable,          
    input  logic        i_ex_jmp,               
    input  logic        i_id_jmp,               
    input  logic [31:0] i_ex_target,            
    input  logic [31:0] i_id_target,            
    output logic [31:0] o_pc,                   
    output logic [31:0] o_instr,                
    naive_bus.master  bus_master                
);
logic [31:0] npc;                  
logic [31:0] instr_hold = 32'd0;   
logic        bus_busy   = 1'b0;    
logic        stall_n    = 1'b0;    
initial o_pc = 32'd0;
assign bus_master.wr_req  = 1'b0;
assign bus_master.wr_be   = 4'b0000;
assign bus_master.wr_addr = 32'd0;
assign bus_master.wr_data = 32'd0;
assign bus_master.rd_req  = ~i_bus_disable;
assign bus_master.rd_be   = {4{~i_bus_disable}};
assign bus_master.rd_addr = npc;
always_comb begin
    if(i_ex_jmp)
        npc = i_ex_target;
    else if(i_id_jmp)
        npc = i_id_target;
    else if(i_bus_disable || bus_busy)
        npc = o_pc;            
    else
        npc = o_pc + 4;        
end
always_ff @(posedge clk or negedge rstn)
    if(~rstn) begin
        stall_n     <= 1'b0;
        bus_busy    <= 1'b0;
        instr_hold  <= 32'd0;
    end else begin
        stall_n     <= ~i_stall;
        bus_busy    <= bus_master.rd_req & ~bus_master.rd_gnt;
        instr_hold  <= o_instr;
    end
always_comb begin
    if(~stall_n)
        o_instr = instr_hold;                       
    else if(i_ex_jmp || bus_busy)
        o_instr = 32'd0;                            
    else
        o_instr = bus_master.rd_data;              
end
always_ff @(posedge clk)
    if(~rstn)
        o_pc <= {i_boot_addr[31:2], 2'b00} - 32'd4;  
    else
        o_pc <= npc;
endmodule

===== flow/run.sh =====
#!/bin/bash
# OpenROAD 26Q1-2900-gdf79404cd8, Yosys 0.63+post, stock flow scripts
make -C /OpenROAD-flow-scripts/flow DESIGN_CONFIG=/design/flow/config.mk WORK_HOME=/design/flow/orfs finish

==> reports/qor.txt <==
Hpwl dp -> 8.30 mm
Worst Clk Skew -> 0.00833 ns
Clock buffer depth -> 2
Cells after DPL -> 672
Diode count -> 0
Final Hold Fails -> 0
Status -> completed
Hold path endpoint -> instr_hold[4]
Lkg Pwr -> 0.00221 uW
HP Class -> reg -> reg
R2r endpoint -> o_pc[23]
Core Density at Floorplan -> 52.0%
Peak supply drop -> 0.000224 V
Vias -> 3932
Gp weighted congestion -> 0.869
Synth cell types -> 50
Die ar. -> 0.00844 mm2
Residual DRC count -> 0
Avg Synthesized Cell Area -> 9.55 um2
Yosys warnings -> 21
Max stage delay on crit path -> 0.68 ns
Post-route ant nets -> 0
Crit path top cell by count -> nor4_1
CP max FO -> 8
Pre-CTS setup slack -> 1.38 ns
Critical Path Start -> i_boot_addr[9]
Tool Warnings -> 28
Kind of critical path -> in -> reg
GRT Total Usage -> 28.7%
CTS Root Cell -> clkbuf_8
Core area -> 0.00777 mm2
Setup bufs post-CTS -> 0
CTS tree -> built
Crit path buf inv count -> 1
Final setup viols -> 0
Area of the mapped netlist -> 0.00404 mm2
Launching point of the worst reg2reg path -> o_pc[4]
Storage element area -> 0.00179 mm2
Max-cap check violation count -> 0
Final Max Tran Viols -> 0
Worst Path Arrival -> 3.61 ns
Final setup TNS -> 0 ns
1st-iter DRT viols -> 210
Crit. End Element -> flip-flop
Layout area overhead -> 47.3%
DRT Wirelength -> 11.3 mm
Die H -> 91.9 um
Yosys chip area -> 0.00404 mm2
Latency at later pin -> 0.34 ns
Port Buffers -> 163
#FFs+latches synth -> 65
Critical-path cell list -> clkdlybuf4s50_1 > nor4_1 > nand4_1 > nor4_1 > mux2_2 > a211oi_1
Max-slew headroom -> 43.4%
Slowest library cell on the worst path -> nor4_1
# rows -> 32
Drt first pass iters -> 5
Initial antenna violation count -> 0
Vias per cell -> 5.72
Post-synth top flop -> dfrtp_1
Post-DR wirelength/cell -> 16.4 um
Hold Path Depth -> 1
RSZ-0062 raised after global routing -> no
Fin crit period -> 3.43 ns
Ys async rst share -> 50.8%
Post-cts gate resize count -> 0
Boundary Pins -> 166
Flip-flops with a built-in enable -> 32
Grt ovf -> 0
First-pass GRT wire length -> 18.2 mm
Die Width -> 91.9 um
Worst Path Required -> 5.27 ns
Worst slew pin tran -> 0.841 ns
Largest net degree at the start of global routing -> 37
Clk pin slew, worst setup/hold paths -> 0.08 ns
# Cells Yosys -> 423
CP Launch Type -> input pin
R2r setup slk -> 2.54 ns
CTS buffer count -> 9
Top Family by Delay on Critical Path -> simple AND/OR/NAND/NOR gates
Fillers -> 514
Htree depth -> 3
Fin crit share -> 67.3%
Vias in the first global route -> 3671
Worst hold path startpoint -> instr_hold[4]
Share of post-route cells with drive strength above 1 -> 5.29%
CTS Hold Buffers Added -> 0
Max Fclk -> 291 MHz
Register area share after synthesis -> 44.2%
Mapped Cells -> 423
Cells on worst reg2reg path -> 5
PwrDens -> 225 mW/mm2
Final worst slack -> 1.67 ns
CTS Sinks -> 65
MI comb area -> 0.00213 mm2
Post-Layout Cell Count -> 688
-- area by class of cell --
type	instances	share of cell area (%)
clock inverter	7	1.18
multi-input combinational	325	35.8
timing repair buffer	169	28.1
sequential	65	30.0
inverter	11	0.694
tap	102	2.14
clock buffer	9	2.08
-- through the flow --
step / cell area [um2] / util [%] / power, uW / hold slack, ns
detailed placement: 5760 / 74.1 / 914 / 0.502
CTS: 5950 / 76.6 / 1340 / 0.526
global placement: 5760 / 74.1 / 909 / 0.501
floorplan: 4040 / - / 734 / 0.439
finish: 5950 / 76.6 / 1340 / 0.518
global route: 5950 / 76.6 / 1400 / 0.536
-- metal layers --
| metal | routed length (um) | up-vias | GRT usage, % |
|---|---|---|---|
| met5 | 0 | - | 0 |
| met2 | 4860 | 189 | 41.1 |
| met3 | 1230 | 14 | 9.70 |
| met4 | 135 | 0 | 3.91 |
| li1 | - | 1917 | - |
| met1 | 5050 | 1812 | 46.0 |
-- cells by family (layout without fill, tap and decap cells) --
kind of cell / after synthesis / in the layout / share of synthesized area (%)
adder cells (fa/ha/maj): 2 / 2 / 0.619
XOR/XNOR: 38 / 38 / 8.24
multiplexers: 9 / 9 / 2.29
AND-OR/OR-AND: 88 / 88 / 15.6
buffers and inverters: 33 / 196 / 3.07
AND/OR/NAND/NOR: 188 / 188 / 25.9
flip-flops: 65 / 65 / 44.2
-- where the power goes --
group	internal, uW	switching [uW]
registers	587	37.5
logic	171	111
clock network	225	206
total	983	354
-- registers in the layout, indices dropped and copies added (netlist names) --
register and cells:
stall_n 1, instr_hold 32, o_pc 32
-- cells in the final DEF (no fill, tap or decap), types with 7 or more instances in the layout --
master / count
dfrtp_1: 33
nand4_1: 11
clkdlybuf4s50_1: 162
a21oi_1: 12
a22oi_1: 7
edfxtp_1: 32
a2bb2oi_1: 7
nand2_1: 30
nor4_1: 15
mux2i_1: 7
a221o_1: 10
inv_1: 11
xor2_1: 16
or4_1: 11
clkbuf_8: 9
nor2b_1: 34
xnor2_1: 22
nor2_1: 27
nand3_1: 18
nor3_1: 15
o21ai_0: 20
-- how the worst max path moves through the flow --
stage / depth (start not counted) / slack, ns / end
CTS: 8 / 1.70 / o_pc[30]
global route: 8 / 1.46 / o_pc[30]
finish: 6 / 1.67 / o_pc[30]
-- worst reg2reg max path: stages (launching register included) --
cell and delay, ns:
edfxtp_1 0.49, nand4_2 0.26, or4_1 0.77, or4_1 0.54
a21oi_1 0.19, a2bb2oi_1 0.16
-- Yosys cell counts (all sizes together) (2+ instances only) --
library cell | count | area (um2)
a211oi | 3 | 22.5
a21boi | 2 | 15.0
a21oi | 12 | 60.1
a221o | 10 | 100
a221oi | 6 | 52.6
a22oi | 7 | 52.6
a2bb2oi | 8 | 76.3
a31oi | 3 | 18.8
and2 | 6 | 37.5
and4 | 3 | 26.3
buf | 4 | 15.0
clkbuf | 18 | 67.6
dfrtp | 33 | 826
edfxtp | 32 | 961
ha | 2 | 25.0
inv | 11 | 41.3
mux2 | 2 | 22.5
mux2i | 7 | 70.1
nand2 | 30 | 113
nand3 | 18 | 90.1
nand4 | 12 | 81.3
nand4b | 2 | 17.5
nor2 | 27 | 101
nor2b | 34 | 213
nor3 | 15 | 75.1
nor4 | 15 | 93.8
o211ai | 3 | 22.5
o21ai | 20 | 100
o22ai | 2 | 12.5
o31ai | 6 | 45.0
or3 | 6 | 37.5
or4 | 14 | 116
xnor2 | 22 | 193
xor2 | 16 | 140
Power figures rest on the tool's default switching activity, not on a simulated workload.
