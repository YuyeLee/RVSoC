==> /design/flow/design.v <==
module user_uart_tx #(
    parameter  UART_TX_CLK_DIV = 434     
)(
    input  logic     clk, rstn,          
    output logic     o_uart_tx,          
    naive_bus.slave  bus                 
);
localparam TX_CNT = 5'd19;               
logic [9:0] fifo_rd_pointer = 10'h0, fifo_wr_pointer = 10'h0, fifo_len;
logic fifo_full, fifo_empty;
logic rd_addr_valid, wr_addr_valid;
logic [31:0] cnt = 0;
logic [4:0] tx_cnt = 0;
logic [7:0] tx_shift = 8'h0;
logic [7:0] fifo_rd_data = 8'h0;
initial o_uart_tx = 1'b1;  
assign rd_addr_valid = (bus.rd_addr[31:2] == 30'h0);  
assign wr_addr_valid = (bus.wr_addr[31:2] == 30'h0);
assign fifo_len = fifo_wr_pointer - fifo_rd_pointer;
assign fifo_empty = (fifo_len == 10'h000);
assign fifo_full  = (fifo_len == 10'h3ff);
assign bus.rd_gnt = bus.rd_req;  
always @ (posedge clk or negedge rstn)
    if(~rstn)
        bus.rd_data <= 0;
    else if(bus.rd_req & rd_addr_valid)
        bus.rd_data <= {22'h0, fifo_len};
    else
        bus.rd_data <= 0;
always_comb
    if(bus.wr_req && wr_addr_valid && bus.wr_be[0])
        bus.wr_gnt <= ~fifo_full;
    else
        bus.wr_gnt <= bus.wr_req;
always @ (posedge clk or negedge rstn)
    if(~rstn)
        fifo_wr_pointer <= 10'h0;
    else if(bus.wr_req & wr_addr_valid & bus.wr_be[0] & ~fifo_full)
        fifo_wr_pointer <= fifo_wr_pointer + 10'h1;
always @ (posedge clk or negedge rstn)
    if(~rstn)
        cnt <= 0;
    else
        cnt <= (cnt < UART_TX_CLK_DIV - 1) ? cnt + 1 : 0;
always @ (posedge clk or negedge rstn) begin
    if(~rstn) begin
        fifo_rd_pointer <= 10'h0;
        o_uart_tx       <= 1'b1;
        tx_shift        <= 8'h00;
        tx_cnt          <= 5'h0;
    end else begin
        if(tx_cnt > 5'd0) begin
            if(cnt == 0) begin
                if(tx_cnt == TX_CNT) begin
                    {tx_shift, o_uart_tx} <= ~{fifo_rd_data, 1'b1};
                    fifo_rd_pointer <= fifo_rd_pointer + 10'h1;
                end else begin
                    {tx_shift, o_uart_tx} <= {1'b0, tx_shift[7:1], ~tx_shift[0]};
                end
                tx_cnt <= tx_cnt - 5'd1;
            end
        end else begin
            o_uart_tx <= 1'b1;  
            tx_cnt <= fifo_empty ? 5'd0 : TX_CNT;  
        end
    end
end
logic [7:0] fifo_ram [1024];
always @ (posedge clk)
    fifo_rd_data <= fifo_ram[fifo_rd_pointer];
always @ (posedge clk)
    if(bus.wr_req & wr_addr_valid & bus.wr_be[0] & ~fifo_full)
        fifo_ram[fifo_wr_pointer] <= bus.wr_data[7:0];
endmodule
==> /design/flow/run.sh <==
#!/bin/bash
# OpenROAD 26Q1-2900-gdf79404cd8, Yosys 0.63+post, stock flow scripts
make -C /OpenROAD-flow-scripts/flow DESIGN_CONFIG=/design/flow/config.mk WORK_HOME=/design/flow/orfs finish
==> /design/flow/config.mk <==
export PLATFORM = sky130hd
export DESIGN_NAME = user_uart_tx
export DESIGN_NICKNAME = user_uart_tx
export VERILOG_FILES = /design/flow/design.v
export SDC_FILE = /design/flow/constraint.sdc
export NUM_CORES = 4
export LEC_CHECK = 1
export CORE_UTILIZATION = 30
export SYNTH_MEMORY_MAX_BITS = 65536
==> /design/flow/constraint.sdc <==
current_design user_uart_tx

set clk_period 6.4
set clk_io_pct 0.2

create_clock -name clk0 -period $clk_period [get_ports {clk}]

set non_clock_inputs [all_inputs -no_clocks]
set_input_delay [expr $clk_period * $clk_io_pct] -clock clk0 $non_clock_inputs
set_output_delay [expr $clk_period * $clk_io_pct] -clock clk0 [all_outputs]
==> summary.json <==
{
  "result_of_the_run": "completed",
  "die_w_microns": 92.9,
  "finalClockSkew_ns": 0.0136,
  "worst-endpoint-required_ns": 5.12,
  "endpoint_kind": "output pin",
  "h-tree-depth": 2,
  "hold_path_startpoint": "tx_shift[0]",
  "initial_core_util_pct": 31.6,
  "yosysCellCount": 206,
  "period_minus_slack_ns": 2.57,
  "warnings": 29,
  "grt_pass1_wl_mm": 6.40,
  "irDropWorstVdd_uv": 73.3,
  "fmax_ghz": 0.389,
  "number_of_setup_buffers_added_after_cts": 0,
  "first_global_vias": 1398,
  "power_density_mw_per_mm2": 205,
  "worstHoldEndpoint": "o_uart_tx",
  "chipArea_sq_mm": 0.00863,
  "syn_to_final_growth_pct": 11.6,
  "final_hold_viol_count": 0,
  "worst_setup_hold_path_clk_slew_ns": 0.10,
  "layout-drive-gt1-share_pct": 12.0,
  "max_slew_margin_pct": 47.3,
  "ys.warnings.count": 41,
  "critical_path.slowest_cell": "dfstp_2",
  "core_box_area_sq_mm": 0.00785,
  "worst_hold_path.num_cells": 1,
  "dp_worst_setup_slack_ns": 4.17,
  "routed_wire_length_per_instance_microns": 10.6,
  "maxSlewViolCount": 0,
  "area.combinational_sq_mm": 0.00105,
  "gp_routability_congestion": 0.754,
  "post_cts.resized_instances": 0,
  "worstRegToRegCells": 6,
  "transition_time_at_the_pin_with_the_least_slew_margin_ns": 0.783,
  "worstSetupStartpointType": "flop",
  "layout.area.seq_sq_mm": 0.00140,
  "worstHoldPathType": "reg -> reg",
  "cts_tree": "yes",
  "dpl_cell_area_sq_mm": 0.00268,
  "largest_stage_delay_on_the_critical_path_ns": 0.54,
  "final_antenna_net_count": 0,
  "clock_path_buffers": 2,
  "first_iter_violations": 96,
  "mostFrequentLayoutCell": "dfrtp_1",
  "core.rowCount": 32,
  "routed_vias": 1467,
  "stdcell_count": 336,
  "clock_sink_count": 56,
  "most-common-layout-cells": "dfrtp_1, nor2_1, conb_1",
  "cts_root_buf": "clkbuf_8",
  "fillCellCount": 780,
  "r2r_setup_slack_ns": 4.34,
  "path_type_of_the_worst_setup_path": "reg -> out",
  "drc": 0,
  "portBuffers": 2,
  "post_synth_instance_area_sq_mm": 0.00248,
  "wirelength_mm": 3.57,
  "viasPerCell": 4.37,
  "clkLatencyLatePin_ns": 0.31,
  "detailedRoute.firstPassIterationCount": 4,
  "total_setup_violations_reported_at_the_end_of_the_flow": 0,
  "timing.critical_path.buf_inv": 1,
  "crit_path_max_fanout": 2,
  "ys_types": 44,
  "postLayoutSetupSlackWorst_ns": 3.83,
  "stdcell_area_sq_mm": 0.00277,
  "timing.final.crit_share_pct": 40.1,
  "arrival_ns": 1.29,
  "top_level_ports": 3,
  "rsz0062_at_grt": "false",
  "critical_path.cell_chain": "clkdlybuf4s50_1",
  "die-height_microns": 92.9,
  "post_layout_utilization_of_the_core_pct": 35.2,
  "synth_cells": 206,
  "globalRoute.totalOverflow": 0,
  "synth.yosys.seq_area_share_pct": 56.6,
  "r2r_end": "tx_shift[2]",
  "max-cap-violations": 0,
  "numSynthFlops": 56,
  "dp_hpwl_mm": 2.30,
  "setup_total_negative_slack_ns": 0,
  "hold_buffers": 0,
  "antenna_diode_count": 0,
  "grt_max_degree": 57,
  "synth.avg_cell_area_sq_um": 12.0,
  "placedCellCount": 328,
  "crit-reg2reg-launch": "cnt[0]",
  "antenna_found_initial": 0,
  "grt_util_all_layers_pct": 9.24,
  "cpLargestDelayFamily": "flip-flops",
  "cts-buffers-inserted": 5,
  "static-leakage-power_nw": 1.24,
  "synth-area-yosys_sq_mm": 0.00248
}
layout make-up:
type | instances | area share [%]
clock inverter | 3 | 0.769
multi-input combinational | 148 | 38.0
tap | 102 | 4.62
clock buffer | 5 | 2.49
sequential | 56 | 50.7
inverter | 19 | 2.58
timing repair buffer | 3 | 0.814
where the power goes:
group          internal, mW  switching, mW  total [mW]
clock network        0.0779          0.114       0.192
registers             0.361        0.00390       0.365
logic               0.00183        0.00901      0.0108
worst max path at each step:
stage / cells after the start / end / slack, ns / from
after CTS: 1 / o_uart_tx / 3.82 / o_uart_tx
final: 1 / o_uart_tx / 3.83 / o_uart_tx
after global routing: 1 / o_uart_tx / 3.78 / o_uart_tx
synth_stat cells (all sizes together):
cell	count	share of area, %
inv	19	2.9
ha	7	3.5
nor3b	1	0.30
buf	3	1.1
mux2i	7	2.8
nor3	10	2.7
or2	1	0.25
nand3	9	1.8
o31ai	1	0.30
o22ai	1	0.25
or3	1	0.25
xor2	9	3.2
nand4	5	2.5
o21ai	2	0.40
dfrtp	55	56
a21oi	1	0.20
dfstp	1	1.1
nor4b	1	0.96
mux2	3	1.4
xnor2	6	2.1
o21bai	1	0.30
clkbuf	2	0.30
o311ai	1	0.35
nand2b	1	0.25
nand3b	1	0.30
o221ai	2	0.71
and4	2	0.71
nor4	12	5.8
nand2	8	1.2
conb	1	0.15
and4bb	1	0.50
and3	2	0.50
a211o	1	0.35
a221oi	1	0.35
o211ai	2	0.61
nor2	24	3.6
a311o	1	0.45
kinds of logic after synthesis:
family                   count (synthesis)  share of synthesized area [%]
AND/OR/NAND/NOR                         79                           21.6
flip-flops                              56                           56.6
buffers and inverters                   24                           4.29
XOR/XNOR                                15                           5.30
AND-OR/OR-AND                           14                           4.29
multiplexers                            10                           4.19
adder cells (fa/ha/maj)                  7                           3.54
other                                    1                          0.151
registers in the layout (all words and copies together) (netlist names):
name / flops
o_uart_tx: 1
fifo_rd_pointer: 10
tx_shift: 8
cnt: 32
tx_cnt: 5
stage by stage:
step                hold WS [ns]  power [mW]
floorplan                  0.433       0.375
global placement           0.454       0.383
detailed placement         0.460       0.384
CTS                        0.488       0.578
global route               0.523       0.594
finish                     0.484       0.568
layer usage:
metal	vias to the layer above	share of wire (%)	track usage, %	wire [microns]
met1	714	53	14.8	1890
met5	-	0	0	0
met2	11	42	13.6	1510
met4	0	1.6	1.28	57
met3	7	3.0	2.01	108
li1	735	-	-	-
Power is estimated from default activity; no workload was simulated.
